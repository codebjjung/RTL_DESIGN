==> flow/design.v <==
module fa(x_in, y_in, c_in, sum, carry);
	input x_in, y_in;
	input c_in;
	output sum;
	output carry;
	assign sum = x_in^y_in^c_in;
	assign carry = (x_in&y_in&c_in)|(x_in&y_in)|(x_in&c_in)|(y_in&c_in);
endmodule
module rca_8bit(x_in, y_in, c_in, sum, cout);
	input [7:0] x_in;
	input [7:0] y_in;
	input c_in;
	output [7:0] sum;
	output cout;
	wire c0, c1, c2, c3, c4, c5, c6, c7;
	fa fa0(x_in[0],y_in[0],c_in,sum[0],c1);
	fa fa1(x_in[1],y_in[1],c1,sum[1],c2);
	fa fa2(x_in[2],y_in[2],c2,sum[2],c3);
	fa fa3(x_in[3],y_in[3],c3,sum[3],c4);
	fa fa4(x_in[4],y_in[4],c4,sum[4],c5);
	fa fa5(x_in[5],y_in[5],c5,sum[5],c6);
	fa fa6(x_in[6],y_in[6],c6,sum[6],c7);
	fa fa7(x_in[7],y_in[7],c7,sum[7],cout);
endmodule
==> flow/run.sh <==
#!/bin/bash
# OpenROAD 26Q1-2900-gdf79404cd8, Yosys 0.63+post, stock flow scripts
make -C /OpenROAD-flow-scripts/flow DESIGN_CONFIG=/design/flow/config.mk WORK_HOME=/design/flow/orfs finish
==> flow/config.mk <==
export PLATFORM = sky130hd
export DESIGN_NAME = rca_8bit
export DESIGN_NICKNAME = rca_8bit
export VERILOG_FILES = /design/flow/design.v
export SDC_FILE = /design/flow/constraint.sdc
export NUM_CORES = 4
export LEC_CHECK = 1
export CORE_AREA = 10 10 70 70
export DIE_AREA = 0 0 80 80
==> flow/constraint.sdc <==
current_design rca_8bit

set clk_period 4.8
set clk_io_pct 0.2

create_clock -name clk0 -period $clk_period

set non_clock_inputs [all_inputs -no_clocks]
set_input_delay [expr $clk_period * $clk_io_pct] -clock clk0 $non_clock_inputs
set_output_delay [expr $clk_period * $clk_io_pct] -clock clk0 [all_outputs]
==> metrics.yaml <==
die:
  num_rows: 21
  die_area_sq_mm: 0.006400
  die_w_um: 80
  fp_util_pct: 7.546
  pin_count: 26
  core_area_sq_mm: 0.003416
  fp.dieH_um: 80
grt:
  grt_max_degree: 2
  overflow: 0
  first_global_vias: 233
  grt_usage_pct: 2.285
  grt_pass1_wl_um: 1173
  antenna_found_initial: 0
power_and_ir_drop:
  vdd_drop_max_mv: 0.03103
  leakage_nw: 0.2104
  p_per_area_mw_per_mm2: 106.2
  power_mw: 0.05663
yosys:
  syn-mean-instance-area_sq_um: 9.913
  ys_cells: 26
  synthDistinctLibCells: 3
  syn_area_sq_um: 257.7
  ys_area_sq_um: 257.7
  synthCells: 26
  ys.warnings.count: 0
  ys_seq_share_pct: 0
drt:
  first_pass_iters: 1
  drc: 0
  drt_iter0_drc: 0
  drt-wirelength-per-cell_um: 8.422
  antenna_cells: 0
  wl_um: 758
  ant_nets: 0
  via_per_inst: 2.289
  num_vias: 206
final_timing:
  rsz0062_at_grt: "yes"
  drv_slew: 0
  min_period_over_period_pct: 103.8
  worst_pin_slew_ns: 0.1220
  max_freq_ghz: 0.2007
  worst_slack_ns: -0.1827
  hold_viol: 0
  setup_viol: 1
  slew_headroom_pct: 91.84
  timing.final.crit_period_ns: 4.983
  tns_ns: -0.1827
placement:
  dp_hpwl_um: 749.7
  gp_congestion: 0.7953
  dp_cells: 90
  post-place-ws_ns: -0.9316
  place_area_sq_um: 528.0
  portBuffers: 26
setup_path:
  arrival_ns: 4.02
  cp.buffers_inverters: 6
  path_common_cell: "fa_2"
  crit_path_start_kind: "input pin"
  end_kind: "primary output"
  cp_slowest_cell: "fa_2"
  path_delay_family: "adder cells"
  cp_max_fo: 1
  max_stage_delay_ns: 0.42
  path_cells: "buf_8 > inv_4 > fa_2 > inv_2 > fa_2 > fa_2 > fa_2 > fa_2 > fa_2 > fa_2 > inv_2 > fa_2 > inv_2 > buf_2"
  critical_path_required_ns: 3.84
  path_class: "in -> out"
hold_path:
  hold_path_class: "in -> out"
  min-delay-start: "x_in[0]"
  hold_depth: 5
  hold-path-endpoint: "sum[0]"
finish:
  instances_no_fill: 90
  regArea_sq_um: 0
  areaGrowthSynthToFinish_pct: 106.8
  most-common-layout-cells: "18 x clkdlybuf4s50_1, 8 x fa_2, 4 x inv_2"
  nClkBuffers: 0
  lay_top_count: "clkdlybuf4s50_1"
  drive_gt1_share_pct: 47.73
  fin_area_sq_um: 533.0
  fillers: 383
  ff_count: 0
  comb_area_sq_um: 180.2
run:
  warnings: 35
  cap_violations: 0
outcome:
  violations: "negative setup slack"
  status: "complete, but fails checks"
-- through the flow --
stage,hold WS [ns],util (%)
after floorplan,2.137,-
after global placement,2.969,15.46
after detailed placement,2.960,15.46
after CTS,2.673,15.16
after global routing,2.682,15.60
final,2.658,15.60
-- synth_stat cells --
| master | n | area (sq um) |
|---|---|---|
| fa_1 | 8 | 160.2 |
| buf_4 | 8 | 60.06 |
| inv_1 | 10 | 37.54 |
-- cells by family after synthesis --
family	count (synthesis)	share of synthesized area [%]
buf+inv	18	37.87
fa+ha+maj	8	62.13
-- how the worst max path moves through the flow --
stage	start	end	slack (ns)	cells after the start
4_1_cts	x_in[0]	sum[7]	-0.31	14
6_report	y_in[0]	sum[7]	-0.18	14
5_1_grt	y_in[0]	sum[7]	-0.30	14
-- per-layer routing --
layer,vias up,GRT usage (%),wire [um]
li1,96,-,-
met1,86,3.256,341
met2,24,2.729,217
met3,0,1.818,198
met4,0,0,0
met5,-,0,0
-- where the power goes --
part	internal, mW	leakage (nW)	switching, mW
combinational	0.0395	0.210	0.0172
clock	0	0	0
sequential	0	0	0
-- final cells by class --
cell class	count	area share [%]
repair buffers	26	46.95
well taps	46	10.80
multi-input cells	8	33.80
inverters	10	8.451
-- what timing repair did --
action	4_1_cts	5_1_grt
gates resized	32	6
pin swaps	8	8
setup endpoints to repair	4	4
hold buffers	0	0
cloned	0	0
buffers inserted	0	0
Power is estimated from default activity; no workload was simulated.
