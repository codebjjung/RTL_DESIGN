==> /design/flow/design.v <==
module FF(d,clk,q);
	input d, clk;
	output reg q;
	always @(posedge clk) begin
		q <= d;
	end
endmodule
module DD2(d,clk,q);
	input d, clk;
	output reg q;
	reg data;
	always @(posedge clk) begin
		data <= d;
		q <= data;
	end
endmodule
module DD3(d,clk,q);
	input d, clk;
	output reg q;
	reg[1:0] data;
	always @(posedge clk) begin
		data[0] <= d;
		data[1] <= data[0];
		q <= data[1];
	end
endmodule
module DD4(d,clk,q);
	input d, clk;
	output reg q;
	reg[2:0] data;
	always @(posedge clk) begin
		data[0] <= d;
		data[1] <= data[0];
		data[2] <= data[1];
		q <= data[2];
	end
endmodule
module DD5(d,clk,q);
	input d, clk;
	output reg q;
	reg[3:0] data;
	always @(posedge clk) begin
		data[0] <= d;
		data[1] <= data[0];
		data[2] <= data[1];
		data[3] <= data[2];
		q <= data[3];
	end
endmodule
module DD6(d,clk,q);
	input d, clk;
	output reg q;
	reg[4:0] data;
	always @(posedge clk) begin
		data[0] <= d;
		data[1] <= data[0];
		data[2] <= data[1];
		data[3] <= data[2];
		data[4] <= data[3];
		q <= data[4];
	end
endmodule
module DD7(d,clk,q);
	input d, clk;
	output reg q;
	reg[5:0] data;
	always @(posedge clk) begin
		data[0] <= d;
		data[1] <= data[0];
		data[2] <= data[1];
		data[3] <= data[2];
		data[4] <= data[3];
		data[5] <= data[4];
		q <= data[5];
	end
endmodule
module DD8(d,clk,q);
	input d, clk;
	output reg q;
	reg[6:0] data;
	always @(posedge clk) begin
		data[0] <= d;
		data[1] <= data[0];
		data[2] <= data[1];
		data[3] <= data[2];
		data[4] <= data[3];
		data[5] <= data[4];
		data[6] <= data[5];
		q <= data[6];
	end
endmodule
module FA(A,B,Ci,S,Co);
	input A, B, Ci;
	output S, Co;
	assign S = A^B^Ci;
	assign Co = A&B|(A^B)&Ci;
endmodule
module rca_pipe(C0, A, B, clk, Oc, C7);
	input C0;
	input [7:0] A;
	input [7:0] B;
	input clk;
	output [7:0] Oc;
	output C7;
	wire [6:0] C;
	wire [6:0] Cc;
	wire [7:0] Ac;
	wire [7:0] Bc;
	wire [7:0] O;
	wire C0c;
	FF R1(A[0], clk, Ac[0]);
	FF R2(B[0], clk, Bc[0]);
	FF R3(C0, clk, C0c);
	FA F0(Ac[0], Bc[0], C0c, O[0], C[0]);
	DD7 D73(O[0],clk,Oc[0]);
	FF R4(C[0], clk, Cc[0]);
	DD2 D21(A[1], clk, Ac[1]);
	DD2 D22(B[1], clk, Bc[1]);
	FA F1(Ac[1], Bc[1], Cc[0], O[1], C[1]);
	DD6 D63(O[1],clk,Oc[1]);
	FF R5(C[1], clk, Cc[1]);
	DD3 D31(A[2], clk, Ac[2]);
	DD3 D32(B[2], clk, Bc[2]);
	FA F2(Ac[2], Bc[2], Cc[1], O[2], C[2]);
	DD5 D53(O[2],clk,Oc[2]);
	FF R6(C[2], clk, Cc[2]);
	DD4 D41(A[3], clk, Ac[3]);
	DD4 D42(B[3], clk, Bc[3]);
	FA F3(Ac[3], Bc[3], Cc[2], O[3], C[3]);
	DD4 D43(O[3],clk,Oc[3]);
	FF R7(C[3], clk, Cc[3]);
	DD5 D51(A[4], clk, Ac[4]);
	DD5 D52(B[4], clk, Bc[4]);
	FA F4(Ac[4], Bc[4], Cc[3], O[4], C[4]);
	DD3 D33(O[4],clk,Oc[4]);
	FF R8(C[4], clk, Cc[4]);
	DD6 D61(A[5], clk, Ac[5]);
	DD6 D62(B[5], clk, Bc[5]);
	FA F5(Ac[5], Bc[5], Cc[4], O[5], C[5]);
	DD2 D23(O[5],clk,Oc[5]);
	FF R9(C[5], clk, Cc[5]);
	DD7 D71(A[6], clk, Ac[6]);
	DD7 D72(B[6], clk, Bc[6]);
	FA F6(Ac[6], Bc[6], Cc[5], O[6], C[6]);
	FF R11(O[6],clk,Oc[6]);
	FF R10(C[6], clk, Cc[6]);
	DD8 D81(A[7], clk, Ac[7]);
	DD8 D82(B[7], clk, Bc[7]);
	FA F7(Ac[7], Bc[7], Cc[6], O[7], C7);
	assign Oc[7] = O[7];
endmodule
==> /design/flow/run.sh <==
#!/bin/bash
# OpenROAD 26Q1-2900-gdf79404cd8, Yosys 0.63+post, stock flow scripts
make -C /OpenROAD-flow-scripts/flow DESIGN_CONFIG=/design/flow/config.mk WORK_HOME=/design/flow/orfs finish
==> /design/flow/config.mk <==
export PLATFORM = sky130hd
export DESIGN_NAME = rca_pipe
export DESIGN_NICKNAME = rca_pipe
export VERILOG_FILES = /design/flow/design.v
export SDC_FILE = /design/flow/constraint.sdc
export NUM_CORES = 4
export LEC_CHECK = 1
export CORE_UTILIZATION = 50
==> /design/flow/constraint.sdc <==
current_design rca_pipe

set clk_period 1.7
set clk_io_pct 0.2

create_clock -name clk0 -period $clk_period [get_ports {clk}]

set non_clock_inputs [all_inputs -no_clocks]
set_input_delay [expr $clk_period * $clk_io_pct] -clock clk0 $non_clock_inputs
set_output_delay [expr $clk_period * $clk_io_pct] -clock clk0 [all_outputs]
==> run_results.csv <==
group,metric,value,unit
worst_setup_path,reg2reg_to,"R11.q",
yosys,ys_types,3,
cts,path_clk_slew,0.09,ns
worst_setup_path,crit_slowest_cell,"fa_2",
yosys,synth_chip_area,0.00238,mm2
cts,cts_tree,"yes",
place,preCtsSetupSlack,0.0957,ns
timing,whs,0.329,ns
cells_and_area,drive_gt1_frac,0.127,
cells_and_area,area_growth,19.5,%
die,chipArea,0.00504,mm2
worst_setup_path,cpPeakStageDelay,0.54,ns
global_routing,antenna_found_initial,0,
worst_setup_path,crit_fanout,1,
pwr,p_leak,1.18,nW
yosys,ys_ff,108,
place,place.port_buffers,26,
global_routing,grt_usage,0.0764,
cts,post_cts_buffers,0,
timing,finalClockPeriodUsage,0.964,
timing,setup_viol,0,
cells_and_area,fillers,303,
worst_setup_path,r2r_slack,0.80,ns
timing,rsz0062_at_grt,"false",
worst_setup_path,rr_startpoint,"D71.q",
die,die_width,71.0,um
worst_setup_path,endpoint_kind,"primary output",
worst_hold_path,min_path_type,"reg2reg",
place,gp_congestion,0.652,
drt,ant_nets,0,
worst_setup_path,cp.required,1.36,ns
worst_setup_path,crit_type,"reg2out",
cts,hold_buffers,0,
drt,viasPerCell,3.59,
drt,wl_per_cell,7.59,um
cts,cts-htree-levels,3,
yosys,netlist_area,0.00238,mm2
yosys,ys_cells,124,
timing,drv_slew,0,
pwr,peakVddDrop,0.793,mV
cts,clock_latency,0.35,ns
worst_setup_path,endpoint,"Oc[7]",
timing,fin_ws,0.0614,ns
global_routing,grt_pass1_wl,2.82,mm
global_routing,grt_pass1_vias,664,
timing,fin_skew,0.00379,ns
drt,firstDrtPassIters,6,
timing,worstMarginPinSlew,0.109,ns
worst_setup_path,cp-start-kind,"flip-flop",
place,dp_hpwl,816,um
cts,clock_path_buffers,2,
drt,antenna_cells_inserted,0,
timing,relSlewSlack,0.928,
die,fp_util,0.532,
cts,ctsResizeCount,7,
yosys,ys_seq_share,0.908,
yosys,netlist_instances,124,
pwr,power.total,4.41,mW
timing,hold_viol_final,0,
outcome,status,"complete, no violations",
global_routing,grt_max_degree,18,
worst_setup_path,critPathLaunch,"R10.q",
drt,post-route-drc-count,0,
yosys,yosys_warnings,8,
yosys,avgSynthCellArea,19.2,um2
cells_and_area,postLayoutCoreUtil,0.636,
die,rows,24,
drt,wl,1.59,mm
cts,cts-root-buf,"clkbuf_8",
pwr,power_density,1550,mW/mm2
die,core-area,0.00447,mm2
worst_setup_path,cp.arrival,1.30,ns
die,io_pins,27,
worst_setup_path,rr_worst_depth,1,
die,die_h,71.0,um
run,drv_cap,0,
timing,final.min_clock_period,1.64,ns
drt,drt-initial-drc-count,21,
cts,cts_buffers,9,
cts,cts.sinks,108,
timing,finalSetupTns,0,ns
run,warnings,25,
drt,vias,754,
global_routing,grt_overflow,0,
timing,fmax,0.610,GHz
worst_setup_path,path_cells,"fa_2 -> buf_2",
power breakdown:
part	internal [mW]	leakage [nW]	switching [mW]
Clock	0.721	0.106	0.760
Sequential	2.76	0.911	0.0516
Combinational	0.102	0.161	0.0158
Total	3.58	1.18	0.827
synthesized netlist by cell type:
cell type  count  area (um2)
buf_4          8        60.1
dfxtp_1      108        2160
fa_1           8         160
placed cells by master (no fill, tap or decap):
| cell | Yosys | routed |
|---|---|---|
| inv_6 | 0 | 1 |
| buf_2 | 0 | 1 |
| fa_2 | 0 | 1 |
| clkinv_2 | 0 | 3 |
| dlygate4sd2_1 | 0 | 1 |
| bufinv_16 | 0 | 1 |
| clkinv_4 | 0 | 1 |
| dfxtp_2 | 0 | 2 |
| dfxtp_1 | 108 | 106 |
| fa_1 | 8 | 7 |
| clkbuf_8 | 0 | 10 |
| clkdlybuf4s50_1 | 0 | 24 |
worst min path at each step:
stage          startpoint          end  cells past startpoint
CTS           D82.data[3]  D82.data[4]                      0
global route  D62.data[4]        D62.q                      0
finish        D53.data[2]  D53.data[3]                      0
stage by stage:
| step | cell area (um2) | instances |
|---|---|---|
| 6_report | 2850 | 210 |
| 5_1_grt | 2850 | 210 |
| 4_1_cts | 2850 | 210 |
| 3_5_place_dp | 2650 | 194 |
| 3_3_place_gp | 2650 | 194 |
| 2_1_floorplan | 2380 | 124 |
final cells by class:
| class | instances | area, um2 | share of cell area |
|---|---|---|---|
| clock inverter | 6 | 62.6 | 0.0220 |
| sequential | 108 | 2160 | 0.760 |
| clock buffer | 10 | 138 | 0.0484 |
| multi-input combinational | 8 | 163 | 0.0571 |
| tap | 52 | 65.1 | 0.0229 |
| timing repair buffer | 26 | 254 | 0.0892 |
cell families (layout without fill, tap and decap cells):
kind of cell | Yosys count | count (layout) | synth area share
fa+ha+maj | 8 | 8 | 0.0672
flops | 108 | 108 | 0.908
buf+inv | 8 | 42 | 0.0252
per-layer routing:
metal / global-route usage / part of all wire / up-vias
li1: - / - / 426
met1: 0.125 / 0.55 / 289
met2: 0.0876 / 0.30 / 30
met3: 0.0434 / 0.093 / 9
met4: 0.0311 / 0.055 / 0
met5: 0 / 0 / -
sequential cells by signal (all words and copies together), names as in the netlist, 3 cells and up:
register,flops
D42.data,3
D53.data,4
D82.data,7
D43.data,3
D51.data,4
D62.data,5
D81.data,7
D41.data,3
D73.data,6
D63.data,5
D52.data,4
D61.data,5
D71.data,6
D72.data,6
critical path: cells and delay by family, from the launching register on:
kind                       cells  cell delay [ns]
buffers and inverters          1             0.08
DFF                            1             0.33
adders and majority gates      1             0.54
No activity file was given, so power comes from the tool's default toggle rates.
