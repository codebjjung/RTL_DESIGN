<file path="design/flow/design.v">
module mux12bit (a, b, s, out);
	input s;
	input [11:0] a, b;
	output [11:0] out;
	assign out = s ? a : b;
endmodule
module mux16bit (a, b, s, out);
	input s;
	input [15:0] a, b;
	output [15:0] out;
	assign out = s ? a : b;
endmodule
module tri16bit (in, oe ,out);
	input oe;
	input [15:0] in;
	output [15:0] out;
	assign out = oe ? in : 16'hz;
endmodule
</file>
<file path="design/flow/constraint.sdc">
current_design mux16bit

set clk_period 1.0
set clk_io_pct 0.2

create_clock -name clk0 -period $clk_period

set non_clock_inputs [all_inputs -no_clocks]
set_input_delay [expr $clk_period * $clk_io_pct] -clock clk0 $non_clock_inputs
set_output_delay [expr $clk_period * $clk_io_pct] -clock clk0 [all_outputs]
</file>
<file path="design/flow/config.mk">
export PLATFORM = sky130hd
export DESIGN_NAME = mux16bit
export DESIGN_NICKNAME = mux16bit
export VERILOG_FILES = /design/flow/design.v
export SDC_FILE = /design/flow/constraint.sdc
export NUM_CORES = 4
export LEC_CHECK = 1
export CORE_AREA = 10 10 70 70
export DIE_AREA = 0 0 80 80
</file>
<file path="design/flow/run.sh">
#!/bin/bash
# OpenROAD 26Q1-2900-gdf79404cd8, Yosys 0.63+post, stock flow scripts
make -C /OpenROAD-flow-scripts/flow DESIGN_CONFIG=/design/flow/config.mk WORK_HOME=/design/flow/orfs finish
</file>
==> impl_metrics.env <==
# physical design summary
export IMPL_path_common_cell="buf_12"
export IMPL_hold_violations=0
export IMPL_grt_max_degree=9
export IMPL_route_detailed_drc=0
export IMPL_synth_cell_types=4
export IMPL_numSequentialCells=0
export IMPL_ys_area_um2=249.0
export IMPL_gr_usage_all_layers_pct=3.902
export IMPL_fp_dieH_um=80
export IMPL_vias=357
export IMPL_maxCapViolCount=0
export IMPL_max_freq_mhz=947.8
export IMPL_cpMaxStageDelayCell="mux2_4"
export IMPL_post_route_period_util_pct=105.5
export IMPL_cts_hold_buf=0
export IMPL_end_kind="output pin"
export IMPL_antenna_found_initial=0
export IMPL_dp_hpwl_um=1189
export IMPL_grt_pass1_wl_um=2021
export IMPL_area_growth_pct=221.6
export IMPL_first_pass_iters=1
export IMPL_cp_slowest_stage_delay_ns=0.30
export IMPL_final_max_slew_viol_count=0
export IMPL_whs_path_depth=3
export IMPL_synth_avg_cell_area_um2=13.83
export IMPL_rsz0062_at_grt="yes"
export IMPL_post_route_min_period_ns=1.055
export IMPL_holdPathEnd="out[13]"
export IMPL_die_w_um=80
export IMPL_worst_endpoint_arrival_ns=0.86
export IMPL_hp_class="primary input to output pin"
export IMPL_critPathKind="primary input to output pin"
export IMPL_violations="setup timing"
export IMPL_cts_setup_buffers=0
export IMPL_io_pins=49
export IMPL_critical_path_top_delay_family="buffers and inverters"
export IMPL_min_from="a[13]"
export IMPL_nClkBuffers=0
export IMPL_placementRows=21
export IMPL_core_area_um2=3416
export IMPL_drt_iter0_markers=0
export IMPL_yosysWarnings=1
export IMPL_regArea_um2=0
export IMPL_syn_area_um2=249.0
export IMPL_gp_congestion=0.8234
export IMPL_routed_wl_um=1379
export IMPL_fp_util_pct=7.289
export IMPL_powerDensity_nw_per_um2=379.9
export IMPL_drive_above_1_share_pct=52.24
export IMPL_wl_per_cell_um=12.20
export IMPL_synth_stat_cells=18
export IMPL_p_leak_nw=0.4195
export IMPL_worstMarginPinSlew_ns=0.07148
export IMPL_vdd_drop_max_mv=0.1514
export IMPL_startpoint_type="primary input"
export IMPL_synth_seq_share_pct=0
export IMPL_viasPerCell=3.159
export IMPL_required_ns=0.80
export IMPL_fin_util_pct=23.44
export IMPL_grt_pass1_vias=421
export IMPL_path_buffers=3
export IMPL_setup_slack_ns=-0.05512
export IMPL_crit_chain="buf_12 > buf_12 > mux2_4 > buf_6"
export IMPL_relSlewSlack_pct=95.23
export IMPL_path_max_fanout=8
export IMPL_antenna_left=0
export IMPL_setup_viol=16
export IMPL_status="complete, but fails checks"
export IMPL_placedCellCount=112
export IMPL_warnings=34
export IMPL_stdcell_count=113
export IMPL_io_buffer_count=49
export IMPL_netlist_instances=18
export IMPL_dieArea_um2=6400
export IMPL_grt_overflow=0
export IMPL_diodes=0
## how the worst max path moves through the flow
stage	start	to	slack, ns	cells after the start
CTS	s	out[1]	-0.06	4
global route	s	out[1]	-0.07	4
finish	s	out[1]	-0.06	4
## kinds of logic (layout without fill, tap and decap cells)
| family | Yosys count | count (layout) | share of synthesized area [%] |
|---|---|---|---|
| multiplexers | 16 | 16 | 87.43 |
| buffers and inverters | 2 | 51 | 12.56 |
## through the flow
step / hold WS (ns) / TNS, ns / setup WS (ns) / power, mW / instance area, µm²
global placement: 1.437 / -13.04 / -0.8528 / 0.3177 / 785.8
floorplan: 0.4977 / 0 / 0.07249 / 0.08933 / 249.0
CTS: 0.7995 / -0.8805 / -0.06278 / 0.2821 / 758.2
finish: 0.7954 / -0.7945 / -0.05512 / 0.3042 / 800.8
detailed placement: 1.431 / -13.04 / -0.8458 / 0.3184 / 785.8
global route: 0.8144 / -1.072 / -0.07088 / 0.3284 / 800.8
## synthesized netlist by cell type
master | instances | area share, %
mux2_2 | 6 | 27
buf_12 | 1 | 8.0
buf_6 | 1 | 4.5
mux2_4 | 10 | 60
## report_power, final
group	switching, mW	internal (mW)
clock network	0	0
registers	0	0
logic	0.0673	0.237
total	0.0673	0.237
## cells in the final DEF, fill, tap and decap left out, drive strengths merged
master,Yosys,layout
buf,2,19
dlygate4sd2,0,32
mux2,16,16
## metal layers
| metal | global-route usage, % | vias up | wire length (µm) |
|---|---|---|---|
| li1 | - | 168 | - |
| met1 | 5.603 | 140 | 668 |
| met2 | 3.933 | 49 | 316 |
| met3 | 3.977 | 0 | 393 |
| met4 | 0 | 0 | 0 |
| met5 | 0 | - | 0 |
## final cells by class
| type | count | area [µm²] |
|---|---|---|
| multi-input combinational | 16 | 240.2 |
| timing repair buffer | 51 | 503.0 |
| tap | 46 | 57.56 |
| fill | 387 | 2615 |
## timing repair
action | CTS | global route
gates resized | 101 | 7
gates cloned | 1 | 0
setup endpoints to repair | 16 | 16
pin swaps | 0 | 0
No activity file was given, so power comes from the tool's default toggle rates.
